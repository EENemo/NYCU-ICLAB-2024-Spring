==> design/flow/design.v <==
module CLK_1_MODULE (
    clk,
    rst_n,
    in_valid,
	in_matrix_A,
    in_matrix_B,
    out_idle,
    handshake_sready,
    handshake_din,
    flag_handshake_to_clk1,
    flag_clk1_to_handshake,
	fifo_empty,
    fifo_rdata,
    fifo_rinc,
    out_valid,
    out_matrix,
    flag_clk1_to_fifo,
    flag_fifo_to_clk1
);
input clk;
input rst_n;
input in_valid;
input [3:0] in_matrix_A;
input [3:0] in_matrix_B;
input out_idle;
output reg handshake_sready;
output reg [7:0] handshake_din;
input  flag_handshake_to_clk1;
output flag_clk1_to_handshake;
input fifo_empty;
input [7:0] fifo_rdata;
output wire fifo_rinc;
output reg out_valid;
output reg [7:0] out_matrix;
output flag_clk1_to_fifo;
input flag_fifo_to_clk1;
integer i;
parameter IDLE = 0, SEND = 1, WAIT_NB = 2;
reg [3:0] in_cnt_r, in_cnt_w;
reg [3:0] hand_cnt_r, hand_cnt_w;
reg [3:0] matrix_A_r [0:15]; 
reg [3:0] matrix_A_w [0:15]; 
reg [3:0] matrix_B_r [0:15]; 
reg [3:0] matrix_B_w [0:15]; 
reg [7:0] out_cnt_r, out_cnt_w;
reg out_valid_w;
reg rinc_shift2_r;
reg [1:0] state_cs, state_ns;
reg handshake_sready_w;
reg [7:0] handshake_din_w;
always @(*) begin
    case(state_cs)
    IDLE: begin
        if(in_valid)    state_ns = SEND;
        else            state_ns = IDLE;
    end
    SEND: begin
        if(out_idle) state_ns = WAIT_NB;
        else         state_ns = SEND; 
    end
    WAIT_NB: begin
        if(!out_idle && hand_cnt_r!=0)   state_ns = SEND;
        else if((&out_cnt_r))            state_ns = IDLE;
        else                             state_ns = WAIT_NB;
    end
    default: state_ns = IDLE;
    endcase
end
always @(posedge clk, negedge rst_n) begin
    if(!rst_n) begin
        state_cs <= 0;
    end
    else begin
        state_cs <= state_ns;
    end
end 
always @(*) begin
    if(in_valid) begin
        in_cnt_w = in_cnt_r + 1;
    end
    else begin
        in_cnt_w = in_cnt_r;
    end
end
always @(*) begin
    for(i=0; i<16; i=i+1) begin
        if(in_cnt_r == i && in_valid) begin
            matrix_A_w[i] = in_matrix_A;
        end
        else begin
            matrix_A_w[i] = matrix_A_r[i];
        end
    end
end
always @(*) begin
    for(i=0; i<16; i=i+1) begin
        if(in_cnt_r == i && in_valid) begin
            matrix_B_w[i] = in_matrix_B;
        end
        else begin
            matrix_B_w[i] = matrix_B_r[i];
        end
    end
end
always @(*) begin
    if(state_cs == SEND && out_idle) begin
        hand_cnt_w = hand_cnt_r + 1;
    end
    else begin
        hand_cnt_w = hand_cnt_r;
    end
end
always @(*) begin
    if(state_cs == SEND && out_idle) begin
        handshake_sready_w = 1;
        handshake_din_w = {matrix_A_r[hand_cnt_r], matrix_B_r[hand_cnt_r]};
    end
    else begin
        handshake_sready_w = 0;
        handshake_din_w = handshake_din;
    end
end
always @(posedge clk, negedge rst_n) begin
    if(!rst_n) begin
        in_cnt_r <= 0;
        hand_cnt_r <= 0;
        for(i=0; i<16; i=i+1) matrix_A_r[i] <= 0;
        for(i=0; i<16; i=i+1) matrix_B_r[i] <= 0;
        handshake_sready <= 0;
        handshake_din <= 0;
    end
    else begin
        in_cnt_r <= in_cnt_w;
        hand_cnt_r <= hand_cnt_w;
        for(i=0; i<16; i=i+1) matrix_A_r[i] <= matrix_A_w[i];
        for(i=0; i<16; i=i+1) matrix_B_r[i] <= matrix_B_w[i];
        handshake_sready <= handshake_sready_w;
        handshake_din <= handshake_din_w;
    end
end
assign fifo_rinc = (state_cs != IDLE && !in_valid && !fifo_empty) ? 1 : 0;
always @(*) begin
    if(rinc_shift2_r) begin
        out_cnt_w = out_cnt_r + 1;
    end
    else begin
        out_cnt_w = out_cnt_r;
    end
end
always @(*) begin
    if(rinc_shift2_r) begin
        out_matrix = fifo_rdata;
    end
    else begin
        out_matrix = 0;
    end
end
always @(*) begin
    if(flag_fifo_to_clk1) begin
        out_valid_w = 1;
    end
    else begin
        out_valid_w = 0;
    end
end
always @(posedge clk, negedge rst_n) begin
    if(!rst_n) begin
        out_cnt_r <= 0;
        out_valid <= 0;
        rinc_shift2_r <= 0;
    end
    else begin
        out_cnt_r <= out_cnt_w;
        out_valid <= out_valid_w;
        rinc_shift2_r <= flag_fifo_to_clk1;
    end
end
endmodule
module CLK_2_MODULE (
    clk,
    rst_n,
    in_valid,
    fifo_full,
    in_matrix,
    out_valid,
    out_matrix,
    busy,
    flag_handshake_to_clk2,
    flag_clk2_to_handshake,
    flag_fifo_to_clk2,
    flag_clk2_to_fifo
);
input clk;
input rst_n;
input in_valid;
input fifo_full;
input [7:0] in_matrix;
output reg out_valid;
output reg [7:0] out_matrix;
output wire busy;
input  flag_handshake_to_clk2;
output flag_clk2_to_handshake;
input  flag_fifo_to_clk2;
output flag_clk2_to_fifo;
integer i;
reg [3:0] cal_A_r [0:15]; 
reg [3:0] cal_A_w [0:15]; 
reg [3:0] cal_B_r [0:15]; 
reg [3:0] cal_B_w [0:15]; 
reg [3:0] rec_cnt_r, rec_cnt_w;
reg store_flag_r, store_flag_w;
reg [3:0] A_cnt_r, A_cnt_w;
reg [3:0] B_cnt_r, B_cnt_w;
reg in_valid_shift_r;
assign busy = 0;
always @(*) begin
    if((&rec_cnt_r) && in_valid) begin
        store_flag_w = 1;
    end
    else if((&A_cnt_r) && (&B_cnt_r) && (!fifo_full)) begin
        store_flag_w = 0;
    end
    else begin
        store_flag_w = store_flag_r;
    end
end
always @(*) begin
    for(i=0; i<16; i=i+1) begin
        if(rec_cnt_r == i && in_valid) begin
            cal_A_w[i] = in_matrix[7:4];
        end
        else begin
            cal_A_w[i] = cal_A_r[i];
        end
    end
end
always @(*) begin
    for(i=0; i<16; i=i+1) begin
        if(rec_cnt_r == i && in_valid) begin
            cal_B_w[i] = in_matrix[3:0];
        end
        else begin
            cal_B_w[i] = cal_B_r[i];
        end
    end
end
always @(*) begin
    if(in_valid) begin
        rec_cnt_w = rec_cnt_r + 1;
    end
    else begin
        rec_cnt_w = rec_cnt_r;
    end
end
always @(*) begin
    if(((!store_flag_r && in_valid_shift_r) || store_flag_r ) && (!fifo_full)) begin
        out_valid = 1;
        B_cnt_w = B_cnt_r + 1;
    end
    else begin
        B_cnt_w = B_cnt_r;
        out_valid = 0;
    end
end
always @(*) begin
    if(store_flag_r && !fifo_full && (&B_cnt_r)) begin
        A_cnt_w = A_cnt_r + 1;
    end
    else begin
        A_cnt_w = A_cnt_r;
    end
end
always @(*) begin
    out_matrix = cal_A_r[A_cnt_r] * cal_B_r[B_cnt_r];
end
always @(posedge clk, negedge rst_n) begin
    if(!rst_n) begin
        for(i=0; i<16; i=i+1) cal_A_r[i] <= 0;
        for(i=0; i<16; i=i+1) cal_B_r[i] <= 0;
        rec_cnt_r <= 0;
        store_flag_r <= 0;
        in_valid_shift_r <= 0;
        A_cnt_r <= 0;
        B_cnt_r <= 0;
    end
    else begin
        for(i=0; i<16; i=i+1) cal_A_r[i] <= cal_A_w[i];
        for(i=0; i<16; i=i+1) cal_B_r[i] <= cal_B_w[i];
        rec_cnt_r <= rec_cnt_w;
        store_flag_r <= store_flag_w;
        in_valid_shift_r <= in_valid;
        A_cnt_r <= A_cnt_w;
        B_cnt_r <= B_cnt_w;
    end
end
endmodule
==> design/flow/run.sh <==
#!/bin/bash
# OpenROAD 26Q1-2900-gdf79404cd8, Yosys 0.63+post, stock flow scripts
make -C /OpenROAD-flow-scripts/flow DESIGN_CONFIG=/design/flow/config.mk WORK_HOME=/design/flow/orfs finish
==> design/flow/config.mk <==
export PLATFORM = sky130hd
export DESIGN_NAME = CLK_2_MODULE
export DESIGN_NICKNAME = CLK_2_MODULE
export VERILOG_FILES = /design/flow/design.v
export SDC_FILE = /design/flow/constraint.sdc
export NUM_CORES = 4
export LEC_CHECK = 1
export CORE_UTILIZATION = 30
==> design/flow/constraint.sdc <==
current_design CLK_2_MODULE

set clk_period 5.1
set clk_io_pct 0.2

create_clock -name clk0 -period $clk_period [get_ports {clk}]

set non_clock_inputs [all_inputs -no_clocks]
set_input_delay [expr $clk_period * $clk_io_pct] -clock clk0 $non_clock_inputs
set_output_delay [expr $clk_period * $clk_io_pct] -clock clk0 [all_outputs]
==> flow_metrics.env <==
# yosys + openroad results
export IMPL_hold_depth=1
export IMPL_core_um2=22800
export IMPL_rr_worst_depth=3
export IMPL_synth_seq_cells=142
export IMPL_ir_drop_uv=692
export IMPL_post_drt_wl_per_cell_um=17.7
export IMPL_fmax_mhz=180
export IMPL_post_route_util_pct=37.6
export IMPL_cts_made_buffers=17
export IMPL_routed_wl_mm=16.7
export IMPL_run_status="finished with violations"
export IMPL_drc=0
export IMPL_path_class="reg2out"
export IMPL_flop_cell="dfrtp_1"
export IMPL_warning_count=38
export IMPL_rrSetupSlack_ns=3.14
export IMPL_synth_top_cell_area_share_pct=50.3
export IMPL_cts_sinks=142
export IMPL_area_leaders="dfrtp_1, mux2_2, ha_1"
export IMPL_failed_checks="setup timing"
export IMPL_critPathCaptureType="output pin"
export IMPL_synth_area_leader_cell="dfrtp_1"
export IMPL_arrival_ns=4.52
export IMPL_drv_cap=0
export IMPL_ys_area_um2=7060
export IMPL_start_kind="flop"
export IMPL_fin_area_um2=8580
export IMPL_whs_endpoint="cal_A_r[2][3]$_DFFE_PN0P_"
export IMPL_die_width_um=155
export IMPL_fp_util_pct=30.9
export IMPL_overflow=0
export IMPL_synth_area_per_cell_um2=12.4
export IMPL_timing_rr_end="cal_A_r[11][0]$_DFFE_PN0P_"
export IMPL_dpl_cell_area_um2=7880
export IMPL_tightest_slew_ns=0.808
export IMPL_h_tree_depth=4
export IMPL_vias=4783
export IMPL_yosys_warnings=7
export IMPL_viasPerCell=5.06
export IMPL_leakage_nw=3.79
export IMPL_syn_area_um2=7060
export IMPL_maxSlewViolCount=0
export IMPL_finalHoldViolCount=0
export IMPL_async_flop_share_pct=100
export IMPL_grt_usage_pct=14.8
export IMPL_required_ns=4.08
export IMPL_yosysUniqueCellTypes=56
export IMPL_place_congestion=0.865
export IMPL_grt_first_pass_wirelength_mm=26.8
export IMPL_drive_above_1_share_pct=38.4
export IMPL_synth_stat_cells=568
export IMPL_critPathMaxFanout=6
export IMPL_slowest_delay_ns=0.55
export IMPL_synth_cells=568
export IMPL_clock_path_buffers=2
export IMPL_grt_max_degree=54
export IMPL_edf_count=0
export IMPL_dp_hpwl_mm=11.1
export IMPL_power_density_nw_per_um2=759
export IMPL_finalCriticalPeriod_ns=5.54
export IMPL_syn_to_final_growth_pct=21.5
export IMPL_crit_top_cell="fa_1"
export IMPL_path_cells="buf_6, ha_4, or3_4, a221o_1, o211ai_1, nand3_1, fa_1, fa_1, inv_1, ha_1, a21o_1, a21oi_2, buf_4, o21bai_1, a21oi_1, xnor2_1, buf_2"
export IMPL_max_slew_margin_pct=45.8
export IMPL_finalSetupViolCount=4
export IMPL_postRouteAntennaNets=0
export IMPL_rsz0062_at_grt="yes"
export IMPL_grt_pass1_vias=4856
export IMPL_postCtsHoldBufs=0
export IMPL_tritoncts="yes"
export IMPL_dr_pass1_iters=7
export IMPL_lay_top_cells="dfrtp_1, mux2_2, buf_4, nand2_1, a22oi_1"
export IMPL_dieArea_um2=24200
export IMPL_period_used_pct=109
export IMPL_min_path_type="reg2reg"
export IMPL_path_clk_slew_ns=0.05
export IMPL_holdCritStartpoint="cal_A_r[2][3]$_DFFE_PN0P_"
export IMPL_diodes=0
export IMPL_cts_root_buf="clkbuf_16"
export IMPL_setup_ws_ns=-0.445
export IMPL_reg2reg_from="rec_cnt_r[0]$_DFFE_PN0P_"
export IMPL_dieHeight_um=155
export IMPL_drt_iter0_markers=243
export IMPL_portBuffers=20
export IMPL_antenna_found_initial=0
export IMPL_io_pin_count=26
export IMPL_ys_seq_share_pct=50.3
export IMPL_clkLatencyLatePin_ns=0.42
export IMPL_skew_ns=0.00667
export IMPL_row_count=55
export IMPL_crit_slowest_cell="fa_1"
export IMPL_lay_top_count="dfrtp_1"
## power by group
part           internal (mW)  switching, mW  total (mW)
combinational           1.89           1.40        3.30
sequential              1.66          0.324        1.98
clock                  0.796          0.438        1.23
total                   4.35           2.17        6.51
## logic make-up after synthesis
kind of cell,share of synthesized area (%)
flops,50.3
mux,22.1
simple gates,7.11
compound gates,9.85
buf+inv,3.60
fa+ha+maj,5.39
xor+xnor,1.61
other cells,0.0531
## synthesized netlist by cell type (2+ instances only)
cell      number
a211oi_1       2
a211oi_2       2
a21o_1         5
a21oi_1       15
a221oi_1       6
a222oi_1       6
a22oi_1       30
a31oi_1        4
a32oi_1        3
and2_1         9
and3_1         8
and3b_1        3
buf_2         17
buf_4          5
clkbuf_1      15
dfrtp_1      142
fa_1           4
ha_1          24
inv_1         16
mux2_2       130
mux2i_1        6
nand2_1       35
nand2b_1       2
nand3_1        9
nand4_1        5
nor2_1        13
nor3_1         2
o21ai_0       10
or3_4          2
xnor2_1       12
## per-layer routing
| layer | routed length [µm] | GRT usage (%) |
|---|---|---|
| met2 | 7620 | 23.0 |
| met4 | 285 | 2.01 |
| met3 | 1210 | 4.99 |
| met5 | 0 | 0 |
| met1 | 7620 | 21.1 |
## state kept, by name, indices dropped and copies added, names as in the netlist
name and cells:
store_flag_r 1, B_cnt_r 4, cal_A_r 64, A_cnt_r 4, rec_cnt_r 4, in_valid_shift_r 1, cal_B_r 64
## metrics by stage
stage / hold slack (ns) / power, mW / instances / worst slack, ns / TNS [ns]
detailed placement: 0.491 / 5.24 / 914 / -0.568 / -1.65
global placement: 0.484 / 5.21 / 914 / -0.538 / -1.46
CTS: 0.503 / 6.52 / 945 / -0.499 / -1.11
floorplan: 0.460 / 3.80 / 570 / 0.252 / 0
global route: 0.516 / 7.00 / 945 / -0.670 / -1.77
finish: 0.501 / 6.51 / 945 / -0.445 / -0.869
## how the worst max path moves through the flow
stage	start	endpoint	cells past startpoint
CTS	A_cnt_r[0]$_DFFE_PN0P_	out_matrix[7]	17
global route	A_cnt_r[0]$_DFFE_PN0P_	out_matrix[7]	17
finish	A_cnt_r[0]$_DFFE_PN0P_	out_matrix[7]	17
## critical path: cells and delay by family, from the launching register on
family / cells / cell delay, ns
AOI/OAI and AO/OA: 6 / 1.08
xor gates and xnor gates: 1 / 0.13
adders and majority gates: 4 / 1.47
buffers and inverters: 4 / 0.42
DFF: 1 / 0.43
and+or+nand+nor: 2 / 0.56
## repair_timing
action	CTS	global route
pin swaps	22	4
buffers inserted	3	0
cloned	0	0
resized	39	4
setup endpoints to repair	5	5
## layout make-up
| class | count | area, µm² |
|---|---|---|
| fill | 2130 | 14300 |
| sequential | 142 | 3560 |
| multi-input combinational | 373 | 3370 |
| timing repair buffer | 72 | 616 |
| clock buffer | 22 | 474 |
| tap | 313 | 392 |
| clock inverter | 7 | 113 |
| inverter | 16 | 60.1 |
No activity file was given, so power comes from the tool's default toggle rates.
