<file path="./config.mk">
export PLATFORM = sky130hd
export DESIGN_NAME = BRIDGE
export DESIGN_NICKNAME = BRIDGE
export VERILOG_FILES = /design/flow/design.v
export SDC_FILE = /design/flow/constraint.sdc
export NUM_CORES = 4
export LEC_CHECK = 1
export CORE_UTILIZATION = 30
</file>
<file path="./constraint.sdc">
current_design BRIDGE

set clk_period 6.4
set clk_io_pct 0.2

create_clock -name clk0 -period $clk_period [get_ports {clk}]

set non_clock_inputs [all_inputs -no_clocks]
set_input_delay [expr $clk_period * $clk_io_pct] -clock clk0 $non_clock_inputs
set_output_delay [expr $clk_period * $clk_io_pct] -clock clk0 [all_outputs]
</file>
<file path="./design.v">
module BRIDGE(
    clk,
    rst_n,
    in_valid,
    direction,
    addr_dram,
    addr_sd,
    out_valid,
    out_data,
    AR_VALID, AR_ADDR, R_READY, AW_VALID, AW_ADDR, W_VALID, W_DATA, B_READY,
	AR_READY, R_VALID, R_RESP, R_DATA, AW_READY, W_READY, B_VALID, B_RESP,
    MISO,
    MOSI
);
input clk, rst_n;
input in_valid;
input direction;
input [12:0] addr_dram;
input [15:0] addr_sd;
output reg out_valid;
output reg [7:0] out_data;
output reg [31:0] AW_ADDR;
output reg AW_VALID;
input AW_READY;
output reg W_VALID;
output reg [63:0] W_DATA;
input W_READY;
input B_VALID;
input [1:0] B_RESP;
output reg B_READY;
output reg [31:0] AR_ADDR;
output reg AR_VALID;
input AR_READY;
input [63:0] R_DATA;
input R_VALID;
input [1:0] R_RESP;
output reg R_READY;
input MISO;
output reg MOSI;
parameter IDLE = 0,         DIREC = 1,      WAIT = 2,      
          R_DRAM_AR = 3,    R_DRAM_R = 4,
          W_DRAM_AW = 5,    W_DRAM_W = 6,   W_DRAM_B = 7,
          R_SD_CRC7 = 8,    R_SD_COM = 9,   R_SD_RES = 10,  R_SD_DATA = 11,    R_SD_CRC16 = 12,
          W_SD_CRC7 = 13,   W_SD_COM = 14,  W_SD_RES = 15,  W_SD_CRC16 = 16,   W_SD_DATA = 17,  W_SD_DATA_RES =18,
          OUT = 19,         WAIT8 = 20    ;
parameter CMD24 = 6'd24,
          CMD17 = 6'd17;
parameter START_TOKEN = 8'hFE;
reg out_valid_w;
reg [7:0] out_data_w;
reg AW_VALID_w, W_VALID_w, B_READY_w, AR_VALID_w, R_READY_w;
reg [31:0] AW_ADDR_w, AR_ADDR_w;
reg [63:0] W_DATA_w;
reg MOSI_w;     
reg [4:0] state_cs, state_ns;
reg [4:0] next_state_cs, next_state_ns;
reg direction_r, direction_w;
reg [31:0] addr_dram_r, addr_dram_w;
reg [31:0] addr_sd_r, addr_sd_w;
reg [63:0] data_r, data_w;
reg [6:0] counter_r, counter_w;
reg [3:0] wait_counter_r, wait_counter_w;
reg [6:0] CRC7_data_r, CRC7_data_w;
reg [15:0] CRC16_data_r ,CRC16_data_w;
reg [15:0] SD_CRC16_data_r ,SD_CRC16_data_w;     
wire [47:0] r_sd_command_seq, w_sd_command_seq;
wire [87:0] w_sd_data_seq;
always @(*) begin
    next_state_ns = next_state_cs;
    case(state_cs)
        IDLE: state_ns = (in_valid) ? DIREC : IDLE;  
        DIREC: state_ns = (direction_r) ? R_SD_CRC7 : R_DRAM_AR;  
        WAIT: state_ns = (MISO == 0) ? next_state_cs : WAIT;  
        WAIT8: state_ns = (wait_counter_r == 0) ? next_state_cs : WAIT8;  
        R_DRAM_AR: state_ns = (AR_READY) ? R_DRAM_R : R_DRAM_AR;  
        R_DRAM_R: state_ns = (R_VALID && R_READY && R_RESP == 0) ? W_SD_CRC7 : R_DRAM_R;  
        W_DRAM_AW: state_ns = (AW_READY) ? W_DRAM_W : W_DRAM_AW;  
        W_DRAM_W: state_ns = (W_READY) ? W_DRAM_B : W_DRAM_W;  
        W_DRAM_B: begin  
            if(B_VALID && B_READY && B_RESP == 0) 
                state_ns = OUT;
            else if(B_VALID) 
                state_ns = W_DRAM_B;
            else 
                state_ns = W_DRAM_B;
        end
        R_SD_CRC7: state_ns = R_SD_COM;  
        R_SD_COM: begin 
            if(counter_r < 48) 
                state_ns = R_SD_COM;
            else begin
                state_ns = WAIT;
                next_state_ns = R_SD_RES;
            end            
        end
        R_SD_RES: begin 
            if(MISO == 0) begin
                state_ns = R_SD_RES;
            end
            else begin
                state_ns = WAIT;
                next_state_ns = R_SD_DATA;
            end       
        end
        R_SD_DATA: state_ns = (counter_r < 80) ? R_SD_DATA : R_SD_CRC16;  
        R_SD_CRC16: state_ns = W_DRAM_AW;  
        W_SD_CRC7: state_ns = W_SD_COM;  
        W_SD_COM: begin  
            if(counter_r < 48) 
                state_ns = W_SD_COM;
            else begin
                state_ns = WAIT;
                next_state_ns = W_SD_RES;
            end
        end
        W_SD_RES: state_ns = (MISO == 0) ? W_SD_RES : W_SD_CRC16; 
        W_SD_CRC16: begin 
            state_ns = WAIT8; 
            next_state_ns = W_SD_DATA;
        end
        W_SD_DATA: begin 
            if(counter_r < 88) 
                state_ns = W_SD_DATA;
            else begin
                state_ns = WAIT8;
                next_state_ns = W_SD_DATA_RES;
            end           
        end    
        W_SD_DATA_RES: state_ns = (MISO == 1) ? OUT : W_SD_DATA_RES;  
        OUT: state_ns = (counter_r == 8) ? IDLE : OUT;  
        default: state_ns = IDLE;
    endcase
end
always @(*) begin
    if(state_cs == IDLE && in_valid) begin
        direction_w = direction;
        addr_dram_w = addr_dram;
        addr_sd_w = addr_sd;        
    end
    else begin
        direction_w = direction_r;
        addr_dram_w = addr_dram_r;
        addr_sd_w = addr_sd_r;        
    end
end
always @(*) begin
    if(state_cs == OUT) begin
        out_valid_w = 1;
        case(counter_r)
            0: out_data_w = data_r[63:56];
            1: out_data_w = data_r[55:48];
            2: out_data_w = data_r[47:40];
            3: out_data_w = data_r[39:32];
            4: out_data_w = data_r[31:24];
            5: out_data_w = data_r[23:16];
            6: out_data_w = data_r[15:8];
            7: out_data_w = data_r[7:0];
            default: begin
                out_valid_w = 0;
                out_data_w = 0;
            end 
        endcase    
    end 
    else begin
        out_valid_w = 0;
        out_data_w = 0;
    end      
end
always @(*) begin
    if(state_cs == W_DRAM_AW) begin
        if(AW_READY && AW_VALID) begin
            AW_VALID_w = 0;
            AW_ADDR_w = 0;
        end
        else begin
            AW_VALID_w = 1;
            AW_ADDR_w = addr_dram_r;
        end 
    end
    else begin
        AW_VALID_w = 0;
        AW_ADDR_w = 0; 
    end
end
always @(*) begin
    if(state_cs == W_DRAM_W) begin
        if(W_READY && W_VALID) begin
            W_VALID_w = 0;
            W_DATA_w = 0;   
        end
        else begin
            W_VALID_w = 1;
            W_DATA_w = data_r;   
        end        
    end
    else begin
        W_VALID_w = 0;
        W_DATA_w = 0;   
    end
end
always @(*) begin
    if(state_cs == W_DRAM_B) begin
        if(B_VALID && B_READY && B_RESP == 0) 
            B_READY_w = 0;
        else if(B_VALID) 
            B_READY_w = 1;
        else 
            B_READY_w = 0;
    end
    else 
        B_READY_w = 0;
end
always @(*) begin
    if(state_cs == R_DRAM_AR) begin
        if(AR_READY && AR_VALID) begin
            AR_VALID_w = 0;
            AR_ADDR_w = 0;
        end
        else begin
            AR_VALID_w = 1;
            AR_ADDR_w = addr_dram_r;
        end 
    end
    else begin
        AR_VALID_w = 0;
        AR_ADDR_w = 0; 
    end
end
always @(*) begin
    if(state_cs == R_DRAM_R) begin
        if(R_VALID && R_READY && R_RESP == 0) 
            R_READY_w = 0;
        else 
            R_READY_w = 1;
    end
    else begin
        R_READY_w = 0;
    end
end
always @(*) begin
    if(state_cs == R_SD_CRC7) begin
        CRC7_data_w = CRC7({2'b01, CMD17, addr_sd_r});
    end
    else if(state_cs == W_SD_CRC7) begin
        CRC7_data_w = CRC7({2'b01, CMD24, addr_sd_r});
    end
    else begin
        CRC7_data_w = CRC7_data_r;
    end
end
always @(*) begin
    if(state_cs == W_SD_CRC16) begin
        CRC16_data_w = CRC16_CCITT(data_r);
    end
    else begin
        CRC16_data_w = CRC16_data_r;
    end
end
assign r_sd_command_seq = {2'b01, CMD17, addr_sd_r, CRC7_data_r, 1'b1};
assign w_sd_command_seq = {2'b01, CMD24, addr_sd_r, CRC7_data_r, 1'b1};
assign w_sd_data_seq = {START_TOKEN, data_r, CRC16_data_r};
always @(*) begin
    if(state_cs == R_SD_COM) begin
        if(counter_r < 48)begin
            MOSI_w = r_sd_command_seq[47-counter_r];
        end
        else 
            MOSI_w =1;
    end
    else if(state_cs == W_SD_COM) begin
        if(counter_r < 48) begin
            MOSI_w = w_sd_command_seq[47-counter_r];
        end
        else 
            MOSI_w =1;
    end
    else if(state_cs == W_SD_DATA) begin
        if(counter_r < 88) begin
            MOSI_w = w_sd_data_seq[87-counter_r];
        end
        else 
            MOSI_w =1;
    end
    else begin
        MOSI_w = 1;
    end
end
always @(*) begin
    data_w = data_r;
    if(state_cs == R_SD_DATA) begin
        if(counter_r < 64) 
            data_w[63-counter_r] = MISO;        
        else if(counter_r < 80)
            SD_CRC16_data_w[79-counter_r] = MISO; 
        else begin
            data_w = data_r;
            SD_CRC16_data_w = SD_CRC16_data_r;
        end  
    end
    else if(state_cs == R_DRAM_R) begin
        if(R_VALID && R_READY && R_RESP == 0) 
            data_w = R_DATA;
        else 
            data_w = data_r;
    end
    else begin
        data_w = data_r;
        SD_CRC16_data_w = SD_CRC16_data_r;
    end
end
always @(*) begin  
    if(state_cs == R_SD_COM || state_cs == W_SD_COM) begin
        if(counter_r < 48) begin
            counter_w = counter_r + 1;
        end
        else  begin
            counter_w = counter_r;
        end
    end
    else if(state_cs == R_SD_DATA || state_cs == W_SD_DATA) begin
        if(counter_r < 88) begin
            counter_w = counter_r + 1;
        end
        else  begin
            counter_w = counter_r;
        end        
    end
    else if(state_cs == OUT) begin
        if(counter_r < 8) begin
            counter_w = counter_r + 1;
        end
        else  begin
            counter_w = counter_r;
        end          
    end
    else begin
        counter_w = 0;
    end
end
always @(*) begin
    if(state_cs == W_SD_RES) begin
        wait_counter_w = 4;
    end
    else if(state_cs == W_SD_DATA) begin
        wait_counter_w = 8;
    end
    else if(state_cs == WAIT8) begin
        wait_counter_w = wait_counter_r - 1;
    end
    else begin
        wait_counter_w = wait_counter_r;
    end
end
always @(posedge clk, negedge rst_n) begin
    if(!rst_n) begin
        state_cs <= 0;
        next_state_cs <= 0;
        direction_r <= 0;
        addr_dram_r <= 0;
        addr_sd_r <= 0;
        data_r <= 0;
        counter_r <= 0;
        wait_counter_r <= 0;
        CRC7_data_r <= 0;
        CRC16_data_r <= 0;
        SD_CRC16_data_r <= 0;
    end
    else begin
        state_cs <= state_ns;
        next_state_cs <= next_state_ns;
        direction_r <= direction_w;
        addr_dram_r <= addr_dram_w;
        addr_sd_r <= addr_sd_w;
        data_r <= data_w;
        counter_r <= counter_w;
        wait_counter_r <= wait_counter_w;
        CRC7_data_r <= CRC7_data_w;
        CRC16_data_r <= CRC16_data_w;
        SD_CRC16_data_r <= SD_CRC16_data_w;
    end
end
always @(posedge clk, negedge rst_n) begin
    if(!rst_n) begin
        out_valid <= 0;
        out_data <= 0;
        AW_ADDR <= 0;
        AW_VALID <= 0;
        W_VALID <= 0;
        W_DATA <= 0;
        B_READY <= 0;
        AR_ADDR <= 0;
        AR_VALID <= 0;
        R_READY <= 0;
        MOSI <= 1;
    end
    else begin
        out_valid <= out_valid_w;
        out_data <= out_data_w;
        AW_ADDR <= AW_ADDR_w;
        AW_VALID <= AW_VALID_w;
        W_VALID <= W_VALID_w;
        W_DATA <= W_DATA_w;
        B_READY <= B_READY_w;
        AR_ADDR <= AR_ADDR_w;
        AR_VALID <= AR_VALID_w;
        R_READY <= R_READY_w;
        MOSI <= MOSI_w;        
    end
end
function automatic [6:0] CRC7;   
    input [39:0] data;   
    reg [6:0] crc;
    integer i;
    reg data_in, data_out;
    parameter polynomial = 7'h9;   
    begin
        crc = 7'd0;
        for (i = 0; i < 40; i = i + 1) begin
            data_in = data[39-i];
            data_out = crc[6];
            crc = crc << 1;   
            if (data_in ^ data_out) begin
                crc = crc ^ polynomial;
            end
        end
        CRC7 = crc;
    end
endfunction
function automatic [15:0] CRC16_CCITT;
    input [63:0] data;   
    reg [15:0] crc;
    integer i;
    reg data_in, data_out;
    parameter polynomial = 16'h1021;   
    begin
        crc = 16'd0;
        for (i = 0; i < 64; i = i + 1) begin
            data_in = data[63-i];
            data_out = crc[15];
            crc = crc << 1;   
            if (data_in ^ data_out) begin
                crc = crc ^ polynomial;
            end
        end
        CRC16_CCITT = crc;
    end
endfunction
endmodule
</file>
<file path="./run.sh">
#!/bin/bash
# OpenROAD 26Q1-2900-gdf79404cd8, Yosys 0.63+post, stock flow scripts
make -C /OpenROAD-flow-scripts/flow DESIGN_CONFIG=/design/flow/config.mk WORK_HOME=/design/flow/orfs finish
</file>
==> notes.md <==
flow finished, numbers: synthesized area per cell=10.3 um^2, TritonCTS Buffers=30, 1st-iter DRT viols=1202, cell chain of the critical path=xnor3_1, xor2_1, xnor2_1, xnor3_1, xor2_1, xnor3_1, xnor3_1, xnor3_1, xor2_1, o21ai_0, CP Data Arrival Time=5100 ps, share of flip-flops with an asynchronous set or reset after synthesis=100%, f_max=217 MHz, chip width=224 um, average detailed-routed wire length per instance=23.3 um, area growth from synthesis to layout=24.7%, gp weighted congestion=0.998, Tool Warnings=39, flip-flop and latch count after synthesis=243, path type of the worst setup path=reg2reg, clk slew on worst S/H paths=60 ps, sort of element at the start of the critical path=flop, worst min-delay path category=reg2reg, worst setup slack before clock tree synthesis=1820 ps, core outline area=48800 um^2, crit end category=flop, HPWL Detailed=38000 um, max_cap viols=0, ANT nets after route=0, standard-cell rows=81, Unique masters post-synth=60, Max Slew Vio Count=0, number of cells after detailed placement=2230, Worst Clk Skew=22.2 ps, mapped cell area=14800 um^2, buffers from clock root to sink, at most=3, post-route clock period utilization=71.9%, max-slew headroom at the worst pin=40.5%, delay contributed by the slowest stage of the critical path=670 ps, PortBufs=211, synthesized chip area reported by yosys=14800 um^2, floorplan die height=224 um, Fin Hold WS=477 ps, largest fanout of any net on the critical path=8, share of post-route cells with drive strength above 1=9.56%, setup tns final=0 ps, worst slew pin tran=892 ps, top cells, area=sky130_fd_sc_hd__dfrtp_1, sky130_fd_sc_hd__xnor2_1, sky130_fd_sc_hd__xnor3_1, flip-flops with a built-in enable=0, initial antenna violation count=3, Pre-Place Util=30.4%, root buf cell=sky130_fd_sc_hd__clkbuf_16, Final setup violation count=0, critical path's top delay family=XOR/XNOR gates, Ys Warns=1, filler cell count in the final layout=4742, Num Clock Sinks=243, clk latency late pin=590 ps, post-CTS resize count=0, global-route wire length before repair=78900 um, number of standard cells in the layout, taps in and fillers out=2286, Seq share, synth=41.0%, postcts setup bufs=0, number of placed I/O pins=250, total cells reported by yosys after synthesis=1434, Critical path buffers and inverters=0, min Tclk post-route=4600 ps, Detailed Route WL=53300 um, total routing usage reported by global routing=22.0%, final hold violations=0, number of standard cells after synthesis=1434, via count normalized by instance count=5.22, TritonRoute pass-1 iters=17, status=finished, final reports clean, Synth top area share=40.8%, via count=11930, TritonCTS clock tree=done, final critical-path setup slack=1800 ps, top logic cells by instance count in the layout=sky130_fd_sc_hd__dfrtp_1, sky130_fd_sc_hd__clkdlybuf4s50_1, sky130_fd_sc_hd__a21oi_1, sky130_fd_sc_hd__xnor2_1, sky130_fd_sc_hd__and2_1, vias in the first global route=11938, number of remaining DRC errors=0, cell at the slowest stage of the critical path=sky130_fd_sc_hd__dfrtp_1, Commonest Layout Cell=sky130_fd_sc_hd__dfrtp_1, RSZ-0062 raised after global routing=false, number of buffers inserted by hold repair at cts=0, pin count of the biggest net entering global routing=114, maximum level of the CTS H-tree=1, flip-flop cell with the highest count after synthesis=sky130_fd_sc_hd__dfrtp_1, cell accounting for the most synthesized area=sky130_fd_sc_hd__dfrtp_1, data required time of the critical path=6900 ps, Congestion Overflow GR=0, Die Area=50400 um^2, most frequent cell on the critical path=sky130_fd_sc_hd__xnor3_1
[area by class of cell]
class	instances	area, um^2	area share (%)
Antenna cell	1	2.50	0.0135
Clock buffer	40	870	4.70
Clock inverter	15	216	1.17
Inverter	18	67.6	0.365
Multi-Input combinational cell	1077	8180	44.2
Sequential cell	243	6080	32.9
Tap cell	664	831	4.49
Timing Repair Buffer	228	2260	12.2
[state kept, by name (all words and copies together) (netlist names), 8 cells and up]
register      cells
W_DATA           64
CRC16_data_r     16
AR_ADDR          13
addr_sd_r        16
addr_dram_r      13
AW_ADDR          13
out_data          8
data_r           64
[synth_stat cells (6+ instances only)]
cell / number
sky130_fd_sc_hd__dfrtp_1: 242
sky130_fd_sc_hd__a21oi_1: 168
sky130_fd_sc_hd__xnor2_1: 109
sky130_fd_sc_hd__and2_1: 102
sky130_fd_sc_hd__o21ai_0: 101
sky130_fd_sc_hd__nand2_1: 96
sky130_fd_sc_hd__clkbuf_1: 79
sky130_fd_sc_hd__o22ai_1: 66
sky130_fd_sc_hd__xor2_1: 47
sky130_fd_sc_hd__nor2_1: 42
sky130_fd_sc_hd__buf_4: 41
sky130_fd_sc_hd__xnor3_1: 39
sky130_fd_sc_hd__mux2_2: 36
sky130_fd_sc_hd__a22oi_1: 33
sky130_fd_sc_hd__mux4_2: 26
sky130_fd_sc_hd__nand3_1: 26
sky130_fd_sc_hd__ha_1: 23
sky130_fd_sc_hd__inv_1: 16
sky130_fd_sc_hd__nand2b_1: 12
sky130_fd_sc_hd__xnor3_2: 11
sky130_fd_sc_hd__nor3_1: 10
sky130_fd_sc_hd__a41oi_1: 9
sky130_fd_sc_hd__nand4_1: 9
sky130_fd_sc_hd__nor2b_1: 9
sky130_fd_sc_hd__a31oi_1: 7
sky130_fd_sc_hd__buf_1: 7
sky130_fd_sc_hd__and3_1: 6
[kinds of logic (layout without fill, tap and decap cells)]
| logic type | Yosys count | count (layout) | synth area share [%] |
|---|---|---|---|
| other | 1 | 39 | 0.0253 |
| buffers and inverters | 151 | 301 | 4.95 |
| AOI/OAI and AO/OA | 410 | 410 | 15.7 |
| DFF | 243 | 243 | 41.0 |
| and+or+nand+nor | 327 | 327 | 11.3 |
| muxes | 64 | 64 | 6.81 |
| xor gates and xnor gates | 215 | 215 | 18.3 |
| adders and majority gates | 23 | 23 | 1.94 |
[worst register-to-register path: cells and delay by family (launching register included)]
family	cells	cell delay [ps]
DFF	1	670
xor gates and xnor gates	9	3690
AOI/OAI and AO/OA	1	150
[path summary, 6_finish.rpt]
kind,startpoint,end,slack [ps],cells after the start
worst max-delay path,data_r[53]$_DFFE_PN0P_,CRC16_data_r[14]$_DFFE_PN0P_,1800,10
worst min-delay path,CRC16_data_r[12]$_DFFE_PN0P_,CRC16_data_r[12]$_DFFE_PN0P_,480,2
worst max register to register,data_r[53]$_DFFE_PN0P_,CRC16_data_r[14]$_DFFE_PN0P_,1800,10
worst min register to register,CRC16_data_r[12]$_DFFE_PN0P_,CRC16_data_r[12]$_DFFE_PN0P_,480,2
max in group asynchronous,rst_n,AR_ADDR[12]$_DFF_PN0_,4510,2
min in group asynchronous,rst_n,wait_counter_r[2]$_DFFE_PN0P_,710,1
[routing by layer]
metal / share of wire (%) / up-vias / global-route usage [%]
met3: 9.9 / 120 / 6.64
met1: 41 / 5836 / 31.9
li1: - / 5364 / -
met4: 3.7 / 2 / 6.89
met2: 45 / 608 / 32.5
met5: 0.024 / - / 0
[stage by stage]
step / utilization, % / area [um^2]
floorplan: - / 15000
detailed placement: 35.7 / 17400
finish: 37.9 / 18500
global placement: 35.7 / 17400
global route: 37.9 / 18500
CTS: 37.9 / 18500
